<file path="constraint.sdc">
current_design pdm

set clk_period 3.3
set clk_io_pct 0.2

create_clock -name clk0 -period $clk_period [get_ports {clk}]

set non_clock_inputs [all_inputs -no_clocks]
set_input_delay [expr $clk_period * $clk_io_pct] -clock clk0 $non_clock_inputs
set_output_delay [expr $clk_period * $clk_io_pct] -clock clk0 [all_outputs]
</file>
<file path="run.sh">
#!/bin/bash
# OpenROAD 26Q1-2900-gdf79404cd8, Yosys 0.63+post, stock flow scripts
make -C /OpenROAD-flow-scripts/flow DESIGN_CONFIG=/design/flow/config.mk WORK_HOME=/design/flow/orfs finish
</file>
<file path="design.v">
module pdm #(
parameter OUTPUT_WIDTH = 1,
parameter INPUT_WIDTH = 8
)(
input wire clk,
input wire reset,
input wire [INPUT_WIDTH-1:0] sample,
output wire [OUTPUT_WIDTH-1:0] dac_out
);
reg [INPUT_WIDTH:0] accumulator;
reg [OUTPUT_WIDTH-1:0] out_value;
assign dac_out = out_value;
always @(posedge clk) begin
	accumulator <= {1'b0, accumulator[INPUT_WIDTH-1:0]} + sample[INPUT_WIDTH-OUTPUT_WIDTH-1:0];
	if (~(&sample[INPUT_WIDTH-1:INPUT_WIDTH-OUTPUT_WIDTH])) begin  
		out_value <= sample[INPUT_WIDTH-1:INPUT_WIDTH-OUTPUT_WIDTH] + accumulator[INPUT_WIDTH];
	end
	if (reset) begin
		accumulator <= {INPUT_WIDTH{1'b0}};
		out_value <= {OUTPUT_WIDTH-1{1'b0}};
	end
end
endmodule
</file>
<file path="config.mk">
export PLATFORM = sky130hd
export DESIGN_NAME = pdm
export DESIGN_NICKNAME = pdm
export VERILOG_FILES = /design/flow/design.v
export SDC_FILE = /design/flow/constraint.sdc
export NUM_CORES = 4
export LEC_CHECK = 1
export CORE_AREA = 10 10 70 70
export DIE_AREA = 0 0 80 80
</file>
==> impl_metrics.py <==
# Generated from Yosys and OpenROAD reports
metrics = {
    "logic_synthesis": {
        "avgSynthCellArea_um2": 9.71,
        "netlist_area_um2": 602,
        "top_cell": "dfxtp_1",
        "ff_type": "dfxtp_1",
        "synth_cell_types": 29,
        "synth_top_area_share": 0.333,
        "ys_cells": 62,
        "ys_sh_adder": 0.179,
        "synth-async-reset-ratio": 0,
        "xor_share": 0.0437,
        "simple_gate_share": 0.237,
        "ys_top_logic_family": "simple AND/OR/NAND/NOR gates",
        "synth_seq_share": 0.333,
        "synth_flop_count": 10,
        "ys_sh_mux": 0.0333,
        "ys_area_um2": 602,
        "ys_sh_aoi": 0.154,
        "edf_count": 0,
        "top_cells_by_count": "10 x dfxtp_1, 7 x ha_1, 7 x nor2_1",
        "yosys.area.top_type": "dfxtp_1",
        "area_leaders": "dfxtp_1 33%, ha_1 15%, nor2_1 4.4%, nor3b_1 3.7%, fa_1 3.3%",
        "ys_warn_count": 1,
        "synth_cells": 62,
    },
    "clock_network": {
        "cts_resized": 0,
        "cts_tree": "built",
        "clk_pin_slew_ns": 0.07,
        "root_buffer": "clkbuf_4",
        "htreeDepth": 1,
        "clock_latency_ns": 0.26,
        "clock_sinks": 10,
        "hold_buffers": 0,
        "cts_buffer_depth": 2,
        "cts_made_buffers": 3,
        "post_cts_buffers": 0,
    },
    "cells_and_area": {
        "area_growth_pct": 30.8,
        "layout-drive-gt1-share": 0.108,
        "final_util": 0.230,
        "nFillCells": 377,
    },
    "critical_path": {
        "worstSetupEndpointType": "flop",
        "worst-r2r-cell-count": 6,
        "criticalPathCategory": "in -> reg",
        "timing.rr.end": "accumulator[8]",
        "required_ns": 3.46,
        "crit_path_max_fanout": 2,
        "reg2reg_from": "accumulator[0]",
        "r2r_slack_ns": 1.56,
        "worstPathArrival_ns": 2.43,
        "setup.worst_path.start_class": "input pin",
    },
    "route": {
        "vias": 468,
        "wl_per_cell_um": 9.46,
        "wl_um": 1140,
        "top_layer_used": "met3",
        "drtAntennaViolNets": 0,
        "wl_met1_um": 593,
        "antenna_cells": 0,
        "via_per_inst": 3.90,
        "drt_iter0_markers": 23,
        "wl_met2_um": 414,
        "route.detailed.drc": 0,
        "wl_met3_um": 127,
        "drtPass1Iterations": 4,
    },
    "worst_hold_path": {
        "min_path_cells": 2,
        "worstHoldEndpoint": "out_value",
        "hold_class": "reg -> reg",
        "min_from": "accumulator[8]",
    },
    "final_timing": {
        "rsz0062_at_grt": "no",
        "finalCritPeriodShare": 0.686,
        "fin_skew_ns": 0.00525,
        "setup_viol": 0,
        "finalHoldViolations": 0,
        "slew_headroom": 0.620,
        "worst_pin_slew_ns": 0.567,
        "fmax_mhz": 442,
        "final.setup.tns_ns": 0,
        "drv_slew": 0,
        "fin_crit_ns": 2.26,
    },
    "floorplan": {
        "dieArea_mm2": 0.00640,
        "io_pins": 11,
        "core_mm2": 0.00342,
        "die_w_um": 80,
        "die_h_um": 80,
        "initCoreUtil": 0.176,
        "placement_rows": 21,
    },
    "power": {
        "powerDensity_mw_per_mm2": 600,
        "ir_drop_v": 0.000129,
        "pwr-share-seq": 0.348,
        "p_clk_frac": 0.235,
        "swShare": 0.319,
        "p_sw_mw": 0.151,
        "internal_power_mw": 0.322,
        "comb_power_share": 0.417,
        "power_mw": 0.472,
        "power_leakage_nw": 0.331,
    },
    "place": {
        "gp_congestion": 0.701,
        "dp_hpwl_um": 896,
        "port-buffer-count": 10,
    },
    "grt": {
        "grtUsageTotal": 0.0372,
        "grt_pass1_wl_um": 1930,
        "grt_max_degree": 18,
        "antenna_found_initial": 0,
        "grt_pass1_vias": 449,
        "grt-ovfl-total": 0,
    },
    "job": {
        "log.warning_count": 25,
        "maxCapViolations": 0,
    },
    "outcome": {
        "status": "complete, no violations",
    },
}
power by group through the flow:
stage	combinational [mW]	clock, mW	sequential, mW
after global routing	0.221	0.123	0.168
after CTS	0.197	0.116	0.165
final	0.197	0.111	0.164
metal layers:
layer | vias to the layer above | track usage
li1 | 254 | -
met1 | 202 | 0.0519
met2 | 12 | 0.0498
met3 | 0 | 0.0216
met4 | 0 | 0.00352
met5 | - | 0
per-stage QoR:
| step | instances | area [um^2] | hold slack [ns] | setup WS, ns |
|---|---|---|---|---|
| after floorplan | 62 | 602 | 0.437 | 1.25 |
| after global placement | 116 | 751 | 0.453 | 0.775 |
| after detailed placement | 116 | 751 | 0.453 | 0.744 |
| after CTS | 120 | 787 | 0.471 | 1.03 |
| after global routing | 120 | 787 | 0.510 | 0.941 |
| final | 120 | 787 | 0.465 | 1.04 |
worst max path at each step:
| stage | startpoint | end | slack (ns) | cells past startpoint |
|---|---|---|---|---|
| CTS | sample[0] | accumulator[8] | 1.03 | 7 |
| global route | sample[0] | accumulator[6] | 0.94 | 7 |
| finish | sample[0] | accumulator[8] | 1.04 | 7 |
critical path, stage by stage:
cell	delay [ns]
clkdlybuf4s50_1	0.40
ha_1	0.23
fa_1	0.41
a21o_1	0.22
a221oi_2	0.27
o21bai_1	0.09
and3b_1	0.16
cells in the final DEF (no fill, tap or decap), types with 2 or more instances in the layout:
cell type and n:
o211ai_1 2, nor3_1 2, clkbuf_4 3, mux2i_1 2
ha_1 7, a21boi_0 2, nor2_1 7, xnor2_1 2
dfxtp_1 10, nor2b_1 2, nor3b_1 3, nor4b_1 2
a21o_1 2, a21oi_1 2, nand2_1 2, clkdlybuf4s50_1 10
cell type report:
| cell class | instances | area (um^2) | area share |
|---|---|---|---|
| timing repair buffer | 10 | 100 | 0.127 |
| clock buffer | 4 | 36.3 | 0.0461 |
| multi-input combinational | 49 | 389 | 0.494 |
| inverter | 1 | 3.75 | 0.00477 |
| tap | 46 | 57.6 | 0.0731 |
| sequential | 10 | 200 | 0.254 |
sequential cells by signal (all words and copies together) (netlist names):
| name | cells |
|---|---|
| accumulator | 9 |
| out_value | 1 |
kinds of logic after synthesis:
family / count (synthesis)
XOR/XNOR: 3
buffers and inverters: 3
multiplexers: 2
AND/OR/NAND/NOR: 24
adder cells (fa/ha/maj): 8
flip-flops: 10
AND-OR/OR-AND: 12
Power is estimated from default activity; no workload was simulated.
