File: design/flow/config.mk
export PLATFORM = sky130hd
export DESIGN_NAME = uart
export DESIGN_NICKNAME = uart
export VERILOG_FILES = /design/flow/design.v
export SDC_FILE = /design/flow/constraint.sdc
export NUM_CORES = 4
export LEC_CHECK = 1
export CORE_AREA = 10 10 113 113
export DIE_AREA = 0 0 123 123
File: design/flow/constraint.sdc
current_design uart

set clk_period 1.9
set clk_io_pct 0.2

create_clock -name clk0 -period $clk_period [get_ports {clk}]

set non_clock_inputs [all_inputs -no_clocks]
set_input_delay [expr $clk_period * $clk_io_pct] -clock clk0 $non_clock_inputs
set_output_delay [expr $clk_period * $clk_io_pct] -clock clk0 [all_outputs]
File: design/flow/design.v
module uart #(
parameter INPUT_FREQ = 12_000_000,
parameter BAUD_RATE = 115_200
)(
input wire clk,
input wire reset,
input wire rxd,
output wire txd,
output wire [7:0] rx_data,
output reg received_data_intr,
input wire [7:0] tx_data,
output reg busy,
input wire send_data
);
reg [9:0] rx_buffer;
reg [9:0] tx_buffer;
reg [3:0] rx_received;
reg [3:0] tx_sent;
assign txd = tx_buffer[9];
assign rx_data = rx_buffer[8:1];
reg [7:0] rx_baud_divider;
reg rx_baud_enable;
reg rx_baud_middle;
reg rx_receiving;
reg [7:0] tx_baud_divider;
reg tx_baud_enable;
always @(posedge clk) begin
	if (rx_receiving) begin
		rx_baud_enable <= 1'b0;
		rx_baud_divider <= rx_baud_divider + 8'd1;
		if ((INPUT_FREQ/(2*BAUD_RATE)-1) == rx_baud_divider) begin
			rx_baud_enable <= 1'b1;
			rx_baud_divider <= 8'd0;
		end
	end
	if (reset) begin
		rx_baud_enable <= 1'b0;
		rx_baud_divider <= 8'd0;
	end
end
always @(posedge clk) begin
	received_data_intr <= 1'b0;  
	if (rx_receiving&rx_baud_enable) begin
		rx_baud_middle <= ~rx_baud_middle;
		if (rx_baud_middle) begin
			rx_buffer <= {rx_buffer[8:0], rxd};
			rx_received <= rx_received + 4'd1;
		end else begin
			if (rx_received == 4'd10) begin
				rx_receiving <= 1'b0;
				received_data_intr <= 1'b1;
			end
		end
	end
	if (~rx_receiving) begin
		rx_receiving <= ~rxd;
	end
	if (reset) begin
		rx_buffer <= 10'd0;
		rx_received <= 3'd0;
		rx_receiving <= 1'b0;
		rx_baud_middle <= 1'b1;
	end
end
always @(posedge clk) begin
	if (busy&tx_baud_enable) begin
		tx_buffer <= {tx_buffer[8:0], 1'b1};
		tx_sent <= tx_sent + 4'b1;
		if (tx_sent == 4'd9) begin
			busy <= 1'b0;
			tx_sent[3] <= 1'b0;
		end
	end
	if (~busy & send_data) begin
		tx_buffer <= {1'b0, tx_data, 1'b1};
		busy <= 1'b1;
	end
	if (reset) begin
		tx_buffer <= 10'h3ff;
		tx_sent <= 4'd0;
		busy <= 1'b0;
	end
end
always @(posedge clk) begin
	if (busy) begin
		tx_baud_enable <= 1'b0;
		tx_baud_divider <= tx_baud_divider + 8'd1;
		if ((INPUT_FREQ/BAUD_RATE-1) == tx_baud_divider) begin
			tx_baud_enable <= 1'b1;
			tx_baud_divider <= 8'd0;
		end
	end
	if (reset) begin
		tx_baud_enable <= 1'b0;
		tx_baud_divider <= 8'd0;
	end
end
endmodule
File: design/flow/run.sh
#!/bin/bash
# OpenROAD 26Q1-2900-gdf79404cd8, Yosys 0.63+post, stock flow scripts
make -C /OpenROAD-flow-scripts/flow DESIGN_CONFIG=/design/flow/config.mk WORK_HOME=/design/flow/orfs finish
==> results.txt <==
Synthesis and place-and-route results.

- The power density relative to cell area is 757 nW/um2.
- Per the final report, max-transition violations number 0.
- The count of mapped cells out of synthesis is 242.
- Walking the worst path, the cells encountered are clkdlybuf4s50_1.
- Global routing put the most usage on met2.
- The final total negative setup slack is 0 ns.
- The via-per-instance ratio is 4.21.
- The synthesized cell area is 2080 um2.
- By area the synthesized netlist is led by sky130_fd_sc_hd__dfxtp_1, sky130_fd_sc_hd__nand2_1, sky130_fd_sc_hd__a21oi_1, sky130_fd_sc_hd__nor2_1, sky130_fd_sc_hd__xor2_1.
- The horizontal die size is 123 um.
- Global routing used 7.64% of the available met1 tracks.
- Between the synthesized netlist and the finished layout, the area growth was recorded as 20.4%.
- The initial antenna violation count is 0.
- Before placement the cells fill 20.2% of the core.
- The post-cts resize count is 0.
- The TritonCTS clock tree is done.
- The smallest hold slack is 0.468 ns.
- The worst min-delay path class is reg2reg.
- The global routing report lists combined usage of all routing layers as 5.56%.
- The root buffer selected by CTS is sky130_fd_sc_hd__clkbuf_8.
- Per the gpl log, the routability congestion estimate is 0.818.
- The repair_antennas step left the layout with diodes totalling 0.
- The data arrival time of the worst path is 1.27 ns.
- The number of DRC markers after the initial detailed-route iteration is 56.
- The relative slew slack is 65.6%.
- Per the cell usage report, the commonest logic cells after layout are sky130_fd_sc_hd__dfxtp_1, sky130_fd_sc_hd__nand2_1, sky130_fd_sc_hd__nor2_1, sky130_fd_sc_hd__clkdlybuf4s50_1, sky130_fd_sc_hd__a21oi_1.
- The run finished with clean final reports.
- The synthesis report lists the Yosys warning total as 1.
- The longest incremental delay of any stage on the critical path is reported as 0.52 ns.
- The cell taking the most area after synthesis is sky130_fd_sc_hd__dfxtp_1.
- The antenna violation net count after detailed routing is 0.
- In the synthesized netlist the async set-or-reset flop fraction comes to 0%.
- The number of DRC violations after detailed routing is 0.
- In this run the maximum-capacitance check reported violations numbering 0.
- The core box area is 10300 um2.
- Per the timing report, the biggest fanout along the worst path comes to 5.
- The fraction of final layout cells with drive strength greater than 1 is 7.00%.
- The filler cells instantiated in the layout total 1081.
- The category of cells accounting for the largest share of critical-path delay is buffers and inverters.
- The H-tree depth is 2.
- The detailed router reported a total wirelength of 4060 um.
- The chip occupies 15100 um2.
- The global routing report lists met2 layer usage as 9.00%.
- The maximum root-to-sink buffer count is 2.
- The buffers inserted during post-CTS setup optimization is 0.
- The utilization of the core after routing is 24.3%.
- Among logic cells in the layout, the one with the most instances is sky130_fd_sc_hd__dfxtp_1.
- The final report lists the setup-violating endpoint count as 0.
- The yosys-reported design area after synthesis is 2080 um2.
- The first global-routing pass estimated 7180 um of wire.
- The sequential cell area fraction in the yosys report is 46.2%.
- Entering global routing, the biggest net connects 18 pins.
- The tree built by TritonCTS fans out to 48 sinks.
- Setup repair after global routing left no endpoint under its margin.
- Endpoints failing hold in the final report were tallied at 0.
- The top flip-flop cell by instance count after synthesis is sky130_fd_sc_hd__dfxtp_1.
- In this run the biggest area consumer among cell types represents 46.2% of the synthesized area.
- The CTS clock-pin slew for the worst setup and hold paths is 0.08 ns.
- A synthesized cell averages 8.60 um2.
- The detailed router placed 1654 vias in this run.
- At the pin with the least slew margin, the transition time is 0.514 ns.
- The cell with the largest stage delay on the worst path is sky130_fd_sc_hd__clkdlybuf4s50_1.
- The half-perimeter wire length of the detailed placement result is 2890 um.
- The clock latency on the worst-skew pair is 0.30 ns.
- The total overflow left after global routing is 0.
- Buffers inserted to repair hold after CTS numbered 0.
- The number of warnings reported in the stage logs is 27.
- Measured along the y axis, the die boundary spans 123 um.
- The worst path uses 86.7% of the clock period.
- The met3 global-route usage is 1.39%.
- STA classifies the critical path startpoint as a register.
- The final timing report lists clock skew as 0.0121 ns.
- The type of element capturing the critical path is an output port.
- Per the timing report, the achievable frequency comes out to 607 MHz.
- The worst IR drop on VDD is 0.289 mV.
- The number of cells reported by Yosys stat comes to 242.
- The via count of the first global-routing pass was 1584.
- The category of the most critical setup path is reg2out.
- The total CTS buffers is 5.
- The floorplan has 37 rows.
- The first TritonRoute pass finished after 4 iterations.
- The count of distinct cell types in the synthesized netlist is 35.
- The number of buffers inserted by port buffering is 22.
- The average routed wire per standard cell is 10.3 um.
- The number of flops mapped to enable cells by yosys is 0.
- The analysis attributes to cell leakage a power of 0.000875 uW.
- STA puts the critical path data required time at 1.52 ns.
- The minimum period implied by the final worst setup slack is 1.65 ns.
- The number of primary I/O pins is 23.
- Along the critical path, the tally of buffer and inverter instances is 1.
- The flip-flop and latch count after synthesis is 48.
## registers in the layout, indices dropped and copies added, names as in the netlist
name	cells
tx_baud_enable	1
tx_baud_divider	8
rx_baud_middle	1
rx_buffer	9
rx_receiving	1
busy	1
rx_baud_divider	8
rx_received	4
received_data_intr	1
tx_sent	4
tx_buffer	9
rx_baud_enable	1
## cell type report
cell class | count | area (um2) | share of cell area, %
Clock buffer | 6 | 72.6 | 2.90
Inverter | 4 | 15.0 | 0.599
Multi-Input combinational cell | 169 | 987 | 39.4
Tap cell | 136 | 170 | 6.79
Timing Repair Buffer | 28 | 265 | 10.6
Clock inverter | 2 | 35.0 | 1.40
Sequential cell | 48 | 961 | 38.3
## kinds of logic after synthesis
kind of cell             share of synthesized area (%)
AND-OR/OR-AND                                     14.3
XOR/XNOR                                          4.63
adder cells (fa/ha/maj)                           3.61
buffers and inverters                             6.37
flip-flops                                        46.2
multiplexers                                     0.962
AND/OR/NAND/NOR                                   23.9
## routing by layer
metal  wire (um)  vias up  share of wire, %
li1            -      868                 -
met4          20        0              0.49
met2        1800       26                44
met1        2050      758                50
met5           0        -                 0
met3         200        2               4.9
## per-stage QoR
step,cell area [um2],instances,setup WS (ns),total power [uW]
global placement,2400,385,0.239,1190
floorplan,2080,242,0.561,1140
detailed placement,2400,385,0.223,1200
finish,2510,393,0.252,1900
CTS,2510,393,0.215,1920
global route,2510,393,0.159,1980
## cells in the mapped netlist, types with 2 or more instances
cell type and count:
sky130_fd_sc_hd__nand2b_1 3, sky130_fd_sc_hd__nor2b_1 2, sky130_fd_sc_hd__xor2_1 9, sky130_fd_sc_hd__dfxtp_1 48, sky130_fd_sc_hd__mux2i_1 2, sky130_fd_sc_hd__nor2_1 22
sky130_fd_sc_hd__a211oi_1 8, sky130_fd_sc_hd__or3_1 8, sky130_fd_sc_hd__nor3_1 4, sky130_fd_sc_hd__o21ai_0 7, sky130_fd_sc_hd__and3_1 8, sky130_fd_sc_hd__xnor2_1 2
sky130_fd_sc_hd__nand4_1 9, sky130_fd_sc_hd__inv_1 4, sky130_fd_sc_hd__o21ai_1 8, sky130_fd_sc_hd__nand3_1 8, sky130_fd_sc_hd__a21oi_1 20, sky130_fd_sc_hd__clkbuf_1 8
sky130_fd_sc_hd__ha_1 6, sky130_fd_sc_hd__nand2_1 30, sky130_fd_sc_hd__buf_2 4, sky130_fd_sc_hd__buf_4 9
## power breakdown
group | internal, uW | leakage (uW) | total [uW] | switching, uW
clock network | 391 | 0.0000552 | 725 | 334
registers | 1030 | 0.000390 | 1050 | 22.3
logic | 62.8 | 0.000430 | 119 | 56.7
total | 1480 | 0.000875 | 1900 | 413
## final timing paths
kind / slack [ns] / startpoint / depth (start not counted) / end
setup reg to reg: 0.38 / tx_baud_divider[0]$_SDFFE_PP0P_ / 4 / tx_baud_enable$_SDFFE_PP0P_
setup / recovery: 0.25 / busy$_SDFFE_PP0P_ / 1 / busy
hold / removal: 0.47 / rx_buffer[0]$_SDFFE_PP0P_ / 2 / rx_buffer[1]$_SDFFE_PP0P_
hold reg to reg: 0.47 / rx_buffer[0]$_SDFFE_PP0P_ / 2 / rx_buffer[1]$_SDFFE_PP0P_
No activity file was given, so power comes from the tool's default toggle rates.
